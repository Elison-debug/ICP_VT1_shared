### ./design.v
module wb(
    input  clk,
    input  rst,
    input  web,
    input  [17:0] MU1,
    input  [17:0] MU2,
    input  [17:0] MU3,
    input  [17:0] MU4,
    output we_n,
    output [7:0]  w_addr,
    output [31:0] dataRAM
);
    reg wb_next;
    reg wb_state;
    localparam wb_IDLE  = 1'b0;
    localparam wb_start = 1'b1;
    reg [5:0] ram_addr;
    reg [5:0] ram_addr_next;
    assign w_addr = {3'b0 , ram_addr};
    reg [17:0] result [2:0];
    reg [17:0] result_next [2:0];
    wire [1:0] count;
    wire [1:0] num;
    assign count = ram_addr[1:0];
    assign num   = (count==0)? count : count - 1'b1; 
    assign dataRAM[31:18] = 14'b0;
    assign dataRAM[17: 0] = web ? MU1 : result[num]; 
    assign we_n =! (wb_state||web); 
always @(posedge clk or negedge rst) begin
    if(!rst) begin
        ram_addr    <= 6'b0;
        result [0]  <= 17'b0;
        result [1]  <= 17'b0;
        result [2]  <= 17'b0;
        wb_state    <= wb_IDLE;
    end
    else begin
        result [0] <= result_next[0];
        result [1] <= result_next[1];
        result [2] <= result_next[2];
        wb_state  <= wb_next;
        ram_addr  <= ram_addr_next;
    end
end
always @(*) begin
    wb_next = wb_state;
    ram_addr_next  = we_n? ram_addr : ram_addr + 6'b1 ;  
    result_next[0] = web ? MU2 : result[0];
    result_next[1] = web ? MU3 : result[1];
    result_next[2] = web ? MU4 : result[2];
    case(wb_state)                                   
        wb_IDLE  : wb_next = web ? wb_start : wb_IDLE; 
        wb_start : wb_next = (count == 2'b11) ?  wb_IDLE:wb_start; 
    endcase 
end
endmodule
### ./run.sh
#!/bin/bash
# OpenROAD 26Q1-2900-gdf79404cd8, Yosys 0.63+post, stock flow scripts
make -C /OpenROAD-flow-scripts/flow DESIGN_CONFIG=/design/flow/config.mk WORK_HOME=/design/flow/orfs finish
### ./config.mk
export PLATFORM = sky130hd
export DESIGN_NAME = wb
export DESIGN_NICKNAME = wb
export VERILOG_FILES = /design/flow/design.v
export SDC_FILE = /design/flow/constraint.sdc
export NUM_CORES = 4
export LEC_CHECK = 1
export CORE_UTILIZATION = 40
### ./constraint.sdc
current_design wb

set clk_period 3.4
set clk_io_pct 0.2

create_clock -name clk0 -period $clk_period [get_ports {clk}]

set non_clock_inputs [all_inputs -no_clocks]
set_input_delay [expr $clk_period * $clk_io_pct] -clock clk0 $non_clock_inputs
set_output_delay [expr $clk_period * $clk_io_pct] -clock clk0 [all_outputs]
==> reports/notes.md <==
Looking at the reg2reg group, the worst path starts from ram_addr[0]. Of the total synthesized cell area, the portion taken by full adders, half adders and majority gates is 0.861%. Of the post-synthesis cell area, the part taken by muxes is 21.3%.

In this run the mean area of a mapped cell was 12.2 µm². Initial antenna violation count: 0. Counting the buffers created by CTS gives 9. The run gives 59.1% for the final core utilization.

The wire-length estimate of the detail-placed layout is 4380 µm. The area share of and-or/or-and cells after synthesis is 8.69%, and the maximum number of pins on one net before global-route repair is 57. The endpoint identified for the worst register-to-register timing path is ram_addr[4].

The run gives 2.35 ns as the data arrival time at the worst-slack endpoint. Critical path startpoint category: a flip-flop. After Yosys synthesis, and, or, nand and nor cells account for 6.37% of the synthesized area.

The tools report the total number of vias as 2103. Capturing instance or port of the critical path: dataRAM[15]. The worst path needs 3.03 ns of the cycle, external delays included. With the minimum setup slack among reg-to-reg paths at 1.95 ns, the number of iterations in the first detailed-routing pass is 4. For this run the aggregate overflow at the end of global routing stands at 0. The flow ran to the end, and the final reports show no timing, DRC or antenna violations. The data required time of the worst path is 2.72 ns, and the post-synthesis sequential element count is 61. The number of H-tree levels is 3, and the post-route fraction of the period consumed by the critical path is 89.1%. With the cell row count at 30, the wire length per cell after detailed routing is 14.4 µm.

With the total track usage at 18.7%, the overall die area is 7610 µm². Clock skew on the completed layout was measured at 0.00815 ns. The region available for standard cell placement spans 6910 µm². The xor and xnor fraction of the mapped netlist area was 1.51%.

The script logs the ratio of routed vias to standard cells as 4.79. In the final layout, the fill cell count is 602. Per the placement log, port buffering inserted 99 buffers.

In this run the remaining antenna-violating nets after routing total 0. With the max-cap check violation count at 0, the clock input transition at the sequential cells of the worst setup and hold paths is 0.07 ns. For this run, the chip area from Yosys synthesis comes to 2910 µm². Number of design rule violations left after detail routing: 0.

Counting cells, the worst reg-to-reg path comes to 4. Hold repair after CTS inserted 0 buffers. The run gives 10600 µm as the first-pass GRT wire length.

The proportion of layout cells with a drive suffix above 1 came out at 7.58%. The worst-path maximum fanout was 18. In the synthesized netlist, the dominant kind of combinational cell is multiplexers.

The count of routing violations after the opening detailed-route iteration was 100; the final-layout setup total negative slack was 0 ns. Setup repair after global routing left no endpoint under its margin. With the height of the chip at 87.3 µm, the proportion of synthesized chip area in sequential cells is 52.5%. The tools report the number of warnings printed during yosys synthesis as 3. The largest total area in the synthesized netlist belongs to sky130_fd_sc_hd__dfrtp_1.

With the mapped cell area at 2910 µm², the portion of synthesized cell area occupied by the leading cell type is 52.5%. In the final report, the number of hold violations comes to 0. The flow measured a signed area growth from synthesis to layout of 40.4%. After synthesis, the cell types taking the most area are sky130_fd_sc_hd__dfrtp_1, sky130_fd_sc_hd__mux2_1, sky130_fd_sc_hd__a22oi_1. The total count of max-transition violations in the final report came out at 0. The via count of the first global-routing pass is 2169, and the clock latency at the later pin of the worst-skew pair is 0.34 ns.

The total cells reported by yosys after synthesis was 238. Total power for the finished layout comes to 2.34 mW. Looking at the clock tree report, the root buffer type is sky130_fd_sc_hd__clkbuf_8. The setup fix buffers added after clock tree synthesis is 0. Total setup violations reported at the end of the flow: 0. The critical path startpoint is ram_addr[0]. Per the detail_route report, inserted antenna diodes total 0. The report lists the number of cells resized after CTS as 0.

The power density over the cells works out to 574 nW/µm². In the synthesized netlist, the number of instances is 238. Note that the worst hold path type here is in -> async. The logs give a warning total of 26. The placement summary gives the final routability congestion estimate as 0.768. Per the synthesis report, the number of distinct cell types is 21. The endpoint class of the critical path was an output pin. Wires add up to 6340 µm. The number of primary I/O pins was 116; the width of the chip was 87.3 µm. TritonCTS built the clock tree. Leakage power: 1.71 nW. The run gives 61 for the number of clock sinks. Maximum VDD drop: 0.316 mV. The buffer depth of the longest clock path is 2. The logs give 42.1% for the initial standard-cell utilization of the core and 0.330 GHz for the maximum clock rate. The critical path in this run is classified as reg -> out.
cells in the final DEF, fill, tap and decap left out, drive strengths merged:
master / instances
clkdlybuf4s50: 97
dfrtp: 61
mux2: 54
nand2: 20
nor2: 19
a22oi: 18
a31oi: 18
conb: 16
clkbuf: 11
buf: 8
xnor2: 5
nand4: 3
inv: 3
ha: 2
clkinv: 2
or2: 1
mux2i: 1
and3: 1
o21ai: 1
clkinvlp: 1
bufinv: 1
critical path: stages, from the launching register on:
cell                              delay (ns)
sky130_fd_sc_hd__dfrtp_1                0.44
sky130_fd_sc_hd__ha_1                   0.36
sky130_fd_sc_hd__nor2_4                 0.43
sky130_fd_sc_hd__nand2_1                0.12
sky130_fd_sc_hd__a31oi_1                0.19
sky130_fd_sc_hd__clkdlybuf4s50_1        0.48
registers in the layout, indices dropped and copies added, names as in the netlist:
register	count
result	54
ram_addr	6
wb_state	1
report_power, final:
part	internal, mW	total (mW)	leakage, nW	switching (mW)
Combinational	0.459	0.788	0.892	0.329
Sequential	0.834	0.913	0.713	0.0786
Clock	0.372	0.642	0.101	0.271
Total	1.66	2.34	1.71	0.678
cells in the mapped netlist, drive strengths merged:
cell type,count
and3,1
nor2,19
buf,30
mux2,54
mux2i,1
ha,2
or2,1
o21ai,1
xnor2,5
nand2,20
inv,3
nand4,3
a31oi,18
dfrtp,61
conb,1
a22oi,18
worst min path at each step:
stage	start	endpoint	slack, ns	depth (start not counted)
6_report	rst	result[1][2]	0.17	1
4_1_cts	rst	result[1][2]	0.16	1
5_1_grt	rst	result[1][2]	0.15	1
layer usage:
metal / wire, µm / GRT usage, % / share of wire (%)
met4: 76 / 2.09 / 1.2
met2: 2930 / 29.6 / 46
met3: 379 / 4.62 / 6.0
met1: 2950 / 28.3 / 47
met5: 0 / 0 / 0
stage by stage:
stage / hold WS [ns] / instances / setup slack [ns] / instance area (µm²)
2_1_floorplan: 0.384 / 253 / 1.48 / 2960
3_3_place_gp: 0.452 / 424 / 0.740 / 3880
3_5_place_dp: 0.459 / 424 / 0.706 / 3880
4_1_cts: 0.156 / 439 / 0.326 / 4080
5_1_grt: 0.153 / 439 / 0.176 / 4080
6_report: 0.168 / 439 / 0.371 / 4080
final cells by class:
type                       instances  area, µm²  area share [%]
timing repair buffer             105       1040            25.4
inverter                           3       13.8           0.337
multi-input combinational        159       1180            29.0
tap                               96        120            2.94
sequential                        61       1530            37.4
clock buffer                      11        151            3.71
clock inverter                     4       47.5            1.16
kinds of logic after synthesis:
group / count (synthesis)
buf+inv: 33
fa+ha+maj: 2
mux: 55
other cells: 1
compound gates: 37
simple gates: 44
flops: 61
xor+xnor: 5
No activity file was given, so power comes from the tool's default toggle rates.

## flow/run.sh

```bash
#!/bin/bash
# OpenROAD 26Q1-2900-gdf79404cd8, Yosys 0.63+post, stock flow scripts
make -C /OpenROAD-flow-scripts/flow DESIGN_CONFIG=/design/flow/config.mk WORK_HOME=/design/flow/orfs finish
```

## flow/config.mk

```make
export PLATFORM = sky130hd
export DESIGN_NAME = X_buffer
export DESIGN_NICKNAME = X_buffer
export VERILOG_FILES = /design/flow/design.v
export SDC_FILE = /design/flow/constraint.sdc
export NUM_CORES = 4
export LEC_CHECK = 1
export CORE_UTILIZATION = 50
```

## flow/constraint.sdc

```tcl
current_design X_buffer

set clk_period 9.4
set clk_io_pct 0.2

create_clock -name clk0 -period $clk_period [get_ports {clk}]

set non_clock_inputs [all_inputs -no_clocks]
set_input_delay [expr $clk_period * $clk_io_pct] -clock clk0 $non_clock_inputs
set_output_delay [expr $clk_period * $clk_io_pct] -clock clk0 [all_outputs]
```

## flow/design.v

```verilog
module X_buffer(
    input  clk,
    input  rst,
    input  valid_input,
    input  input_load_en,
    input  [7:0] X_load, 
    input  X_shift,
    output [7:0] X_reg1,
    output [7:0] X_reg2,
    output [7:0] X_reg3,
    output [7:0] X_reg4,
    output xload_done
);
    reg [4:0] count;
    reg [4:0] count_next;
    reg [63:0] s_reg1;
    reg [63:0] s_reg2;
    reg [63:0] s_reg3;
    reg [63:0] s_reg4;
    reg [63:0] s_reg1_next;
    reg [63:0] s_reg2_next;
    reg [63:0] s_reg3_next;
    reg [63:0] s_reg4_next;
    assign X_reg1 = s_reg1[63:56];
    assign X_reg2 = s_reg2[63:56];
    assign X_reg3 = s_reg3[63:56];
    assign X_reg4 = s_reg4[63:56];
    assign xload_done = (count == 5'b11111);
always @(posedge clk or negedge rst) begin
    if(!rst) begin
        s_reg1      <= 64'b0;
        s_reg2      <= 64'b0;
        s_reg3      <= 64'b0;
        s_reg4      <= 64'b0;
        count       <= 5'b0;
    end
    else begin
        count       <= count_next;
        s_reg1      <= s_reg1_next;
        s_reg2      <= s_reg2_next;
        s_reg3      <= s_reg3_next;
        s_reg4      <= s_reg4_next;
    end
end
always @(*) begin
    count_next     = count;
    s_reg1_next    = s_reg1;
    s_reg2_next    = s_reg2;
    s_reg3_next    = s_reg3;
    s_reg4_next    = s_reg4;
    if(input_load_en && valid_input)begin
        case(count[1:0])
        2'b00 : s_reg1_next = {s_reg1[55:0] , X_load} ;
        2'b01 : s_reg2_next = {s_reg2[55:0] , X_load} ;
        2'b10 : s_reg3_next = {s_reg3[55:0] , X_load} ;
        2'b11 : s_reg4_next = {s_reg4[55:0] , X_load} ;
        endcase
        count_next = count + 5'b1;
    end
    else if(X_shift) begin
        s_reg1_next = {s_reg1[55:0] , s_reg1[63:56]};
        s_reg2_next = {s_reg2[55:0] , s_reg2[63:56]};
        s_reg3_next = {s_reg3[55:0] , s_reg3[63:56]};
        s_reg4_next = {s_reg4[55:0] , s_reg4[63:56]};
    end
end
endmodule
```

==> summary.txt <==
yosys + openroad results -> Fin Hold WS=0.4645 ns, fin. max-slew vios=0, Die X=148.0 um, io pins=46, clock network fraction of total power=0.271, r2r setup slk=7.19 ns, Pwr per Cell Area=325.7 nW/um^2, clock latency (worst-skew pair)=about 0.52 ns, Clock Pin Slew Worst Setup and Hold Paths=around 0.06 ns, share of cells above drive strength 1=0.3902, Post-Syn Instances=680, post-layout util=0.5663, syn avg cell area=about 16 um^2, via count=5004, critical path fanouts, max=43, Synth Warn #=1, Critical Path RT=9.80 ns, DRT iter0 DRCs=205, f_max=236.1 MHz, Tot Pwr=approximately 0.0039 W, P_int=0.002901 W, root buffer cell=clkbuf_16, Flops after synth=261, first-pass GRT wire length=26.50 mm, die height=approximately 150 um, Post-CTS Setup Repair Bufs=0, Leak Pwr=roughly 5.7 nW, Max-Cap Viols=0, Post-Syn Area=~11000 um^2, hold path depth=1, port bufs=45, Critical Path AT=4.64 ns, Hold Path End=count[3], TritonCTS Buffers=27, Psw=0.0009646 W, CTS tree=yes, largest net degree at the start of global routing=120, Worst R2R Start=count[0], post-route insts no fill=990, Rel. slew slack=0.4500, total core area=~21000 um^2, Final ANT Viol Nets=0, final hold violation count=0, combinational power share=0.233, critical path type=primary input to register, CTS H-tree depth=1, crit start category=primary input, TritonRoute pass-1 iters=4, class of the worst hold path=register to register, area growth from synthesis to layout=11.28%, final-report setup violation count=0, Post-CTS Resized=0, vias in the first global route=5094, Seq/Total Area, Yosys=0.6125, status=finished, final reports clean, gr usage total=0.1609, GRT Residual Overflow=0, Synth cell types=19, register share of total power=0.496, worst r2r dst=s_reg4[9], Worst Setup End Kind=register, die area=21920 um^2, CTS max path bufs=3, Cell Rows=53, yosys stat area=10660 um^2, Sum Neg Setup Slack=0 ns, Worst Reg2Reg Path Length in Cells=4, Starting Density=0.5089, Hold Buf Count CTS=0, yosys cell count=680, # diodes=0, Post-route DRC=0, crit share post-route=0.4505, drt wl/cell=~16 um, RSZ-0062 raised after global routing=false, clk_skew=just under 0.007 ns, maximum vdd drop=about 190 uV, total wire length=~16 mm, hold path start=count[3], DP Wirelength=9.094 mm, Placer Congestion=0.7226, vias per cell=5.055, Tmin final=4.235 ns, placed insts=941, initial antenna violation count=0, count of tool warnings=30, Switching Fraction=0.2496, worst slew pin tran=0.8250 ns, clock sinks=~260
[worst max path at each step]
stage	startpoint	endpoint	slack [ns]	depth (start not counted)
after global routing	valid_input	s_reg4[9]	5.06	5
after CTS	input_load_en	s_reg4[10]	5.20	5
final	valid_input	s_reg4[9]	5.17	5
[power by group through the flow]
| stage | registers [W] | logic, W | clock network (W) |
|---|---|---|---|
| 4_1_cts | 0.00192 | 0.000918 | 0.00108 |
| 5_1_grt | 0.00199 | 0.000991 | 0.00113 |
| 6_report | 0.00192 | 0.000900 | 0.00105 |
[layer usage]
| metal | GRT usage | wire length (um) | share of wire | up-vias |
|---|---|---|---|---|
| met1 | 0.2758 | 7853 | 0.50 | 2567 |
| met4 | 0.03041 | 359 | 0.023 | 0 |
| met2 | 0.2293 | 7034 | 0.44 | 60 |
| li1 | - | - | - | 2345 |
| met5 | 0 | 0 | 0 | - |
| met3 | 0.03181 | 603 | 0.038 | 32 |
[layout by cell type, fill, tap and decap left out]
master           netlist  routed
bufinv_16              0       3
xnor2_1                3       3
dfrtp_1              261     261
and2_1                 1       1
clkdlybuf4s50_1        0      44
ha_1                   5       5
nand4_1                1       1
clkbuf_8               0       3
clkinv_2               0       7
buf_4                 32       6
inv_6                  0       1
mux2i_1               32      32
buf_12                 0       1
a21o_4                 0       1
a21oi_1               35      32
buf_8                  0       1
o21ai_0                1       1
a21oi_4                0       3
clkbuf_16              0      27
clkbuf_1               3       7
mux2_4                52      52
clkinvlp_4             0       1
mux2_2               172     172
nand2_1                6       6
and3_1                 9       9
inv_1                 34      34
a21boi_2               1       1
[through the flow]
step           setup slack (ns)  area (um^2)
3_5_place_dp              4.643        10980
3_3_place_gp              4.786        10980
5_1_grt                   5.061        11870
6_report                  5.165        11870
2_1_floorplan             6.310        10660
4_1_cts                   5.201        11870
[sequential cells by signal, indices dropped and copies added (netlist names)]
| name | count |
|---|---|
| s_reg1 | 64 |
| count | 5 |
| s_reg4 | 64 |
| s_reg2 | 64 |
| s_reg3 | 64 |
[worst max-delay path: stages]
cell and delay [ns]:
clkdlybuf4s50_1 0.63, and2_1 0.56, a21o_4 0.45, buf_4 0.66, mux2_2 0.41
[layout make-up]
| class | instances | area (um^2) |
|---|---|---|
| Tap cell | 275 | 344.1 |
| Inverter | 34 | 127.6 |
| Sequential cell | 261 | 6531 |
| Clock inverter | 12 | 141.4 |
| Multi-Input combinational cell | 319 | 3458 |
| Clock buffer | 37 | 743.2 |
| Fill cell | 1632 | 9089 |
| Timing Repair Buffer | 52 | 520.5 |
[synth_stat cells]
cell        n  area, um^2
dfrtp_1   261        6531
mux2_2    172        1937
mux2_4     52       780.8
a21oi_1    35       175.2
inv_1      34       127.6
buf_4      32       240.2
mux2i_1    32       320.3
buf_6      29       326.6
and3_1      9       56.30
nand2_1     6       22.52
ha_1        5       62.56
clkbuf_1    3       11.26
xnor2_1     3       26.28
buf_2       2       10.01
a21boi_2    1       11.26
a21o_1      1       7.510
and2_1      1       6.260
nand4_1     1       6.260
o21ai_0     1       5.000
[logic make-up (layout without fill, tap and decap cells)]
group,count (synthesis),after routing,synth area share
adders and majority gates,5,5,0.005866
buffers and inverters,100,135,0.06711
and+or+nand+nor,17,17,0.008565
muxes,256,256,0.2849
DFF,261,261,0.6125
xor gates and xnor gates,3,3,0.002464
AOI/OAI and AO/OA,38,38,0.01866
Power is estimated from default activity; no workload was simulated.

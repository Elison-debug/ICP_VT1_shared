### flow/design.v
module ALU(
    input  clk,
    input  rst,
    input [13:0] A_input,
    input [7:0] X_reg1,         
    input [7:0] X_reg2,
    input [7:0] X_reg3,  
    input [7:0] X_reg4,
    input       ALU_en,
    output [17:0] MU1,      
    output [17:0] MU2,
    output [17:0] MU3,
    output [17:0] MU4,
    output [3:0] rom_addr,      
    output web,
    output ALU_done   
);  
    reg [4:0] counter, counter_next;
    assign rom_addr  = counter_next[4:1];
    assign ALU_done= (counter[4:0] == 5'd31);
    assign web     = (counter[2:0] == 3'd7);
    reg [17:0]  MU1_r;
    reg [17:0]  MU2_r;
    reg [17:0]  MU3_r;
    reg [17:0]  MU4_r;
    reg [17:0]  MU1_next,MU2_next,MU3_next,MU4_next;
    assign MU1 = MU1_next;
    assign MU2 = MU2_next;
    assign MU3 = MU3_next;
    assign MU4 = MU4_next;
    wire [6:0]  data_even = A_input [13:7];
    wire [6:0]  data_odd  = A_input [6:0];
    wire [6:0]  A;
    assign A = (counter[0] == 1) ? data_odd : data_even;
    always @(posedge clk or negedge rst) begin
        if(!rst) begin
            MU1_r <= 0; MU2_r <= 0; MU3_r <= 0; MU4_r <= 0;
            counter <= 0; 
        end
        else begin
                counter <= counter_next;
                MU1_r <= MU1_next; 
                MU2_r <= MU2_next; 
                MU3_r <= MU3_next; 
                MU4_r <= MU4_next;
        end
    end
    always @(*) begin
        counter_next = counter;
        if (ALU_en) begin
            counter_next = counter + 1;
            MU1_next = A*X_reg1 + MU1_r;
            MU2_next = A*X_reg2 + MU2_r;
            MU3_next = A*X_reg3 + MU3_r;
            MU4_next = A*X_reg4 + MU4_r;
        end
        else begin
            MU1_next = 18'b0; MU2_next = 18'b0; MU3_next = 18'b0; MU4_next = 18'b0; 
        end
    end 
endmodule
### flow/run.sh
#!/bin/bash
# OpenROAD 26Q1-2900-gdf79404cd8, Yosys 0.63+post, stock flow scripts
make -C /OpenROAD-flow-scripts/flow DESIGN_CONFIG=/design/flow/config.mk WORK_HOME=/design/flow/orfs finish
### flow/config.mk
export PLATFORM = sky130hd
export DESIGN_NAME = ALU
export DESIGN_NICKNAME = ALU
export VERILOG_FILES = /design/flow/design.v
export SDC_FILE = /design/flow/constraint.sdc
export NUM_CORES = 4
export LEC_CHECK = 1
export CORE_UTILIZATION = 40
### flow/constraint.sdc
current_design ALU

set clk_period 10.5
set clk_io_pct 0.2

create_clock -name clk0 -period $clk_period [get_ports {clk}]

set non_clock_inputs [all_inputs -no_clocks]
set_input_delay [expr $clk_period * $clk_io_pct] -clock clk0 $non_clock_inputs
set_output_delay [expr $clk_period * $clk_io_pct] -clock clk0 [all_outputs]
==> impl_metrics.env <==
# yosys + openroad results
export IMPL_regToRegEndpoint="MU4_r[14]"
export IMPL_finalMaxSlewViolations=0
export IMPL_wire_length_of_the_first_global_routing_pass_um=44600
export IMPL_htreeDepth=3
export IMPL_synthDistinctLibCells=50
export IMPL_cts_num_sinks=77
export IMPL_detail_route_first_pass_iterations=4
export IMPL_period_needed_ns=9.90
export IMPL_grt_antenna_before_repair=0
export IMPL_port_buffer_count=126
export IMPL_final_setup_tns_ns=0
export IMPL_cpLargestDelayFamily="adder cells"
export IMPL_worstSkewPairLatency_ns=0.36
export IMPL_drc_errors=0
export IMPL_timing_max_slew_rel_slack_pct=53.7
export IMPL_place_detailed_hpwl_um=20500
export IMPL_cts_root_buf="sky130_fd_sc_hd__clkbuf_16"
export IMPL_max_freq_ghz=0.101
export IMPL_post_synth_top_area_fraction_pct=27.7
export IMPL_post_route_period_util_pct=94.3
export IMPL_edf_count=0
export IMPL_holdCritStartpoint="counter[3]"
export IMPL_area_of_the_synthesized_netlist_per_yosys_stat_um2=12200
export IMPL_hp_class="register to register"
export IMPL_cts_tree="yes"
export IMPL_place_worst_setup_slack_ns=0.577
export IMPL_drt_iter0_markers=243
export IMPL_async_flop_share_pct=100
export IMPL_drt_total_wl_um=25700
export IMPL_whs_path_depth=1
export IMPL_lay_top_count="sky130_fd_sc_hd__inv_1"
export IMPL_grt_overflow_total=0
export IMPL_worst_slew_pin_slew_ns=0.694
export IMPL_mean_routed_wirelength_per_cell_um=14.0
export IMPL_count_of_antenna_violating_nets_left_after_detailed_routing=0
export IMPL_fraction_of_layout_instances_using_a_drive_strength_above_1_pct=2.76
export IMPL_yosys_top_cells_area="sky130_fd_sc_hd__fa_1 28%, sky130_fd_sc_hd__ha_1 17%, sky130_fd_sc_hd__dfrtp_1 16%"
export IMPL_post_place_cells=1821
export IMPL_cts_clk_slew_worst_paths_ns=0.06
export IMPL_start_kind="input port"
export IMPL_chip_area_um2=31100
export IMPL_row_count=63
export IMPL_max_cap_viol_count=0
export IMPL_floorplan_core_util_pct=40.8
export IMPL_cts_repair_resized=0
export IMPL_num_io_pins=127
export IMPL_cts_post_setup_buffers_inserted=0
export IMPL_cts_made_buffers=9
export IMPL_synth_cell_area_um2=12200
export IMPL_floorplan_die_width_um=176
export IMPL_hold_path_endpoint="counter[3]"
export IMPL_post_synth_cell_area_avg_um2=9.06
export IMPL_n_fill_cell=2804
export IMPL_finalHoldViolCount=0
export IMPL_yosys_area_top_type="sky130_fd_sc_hd__fa_1"
export IMPL_crit_slowest_cell="sky130_fd_sc_hd__fa_1"
export IMPL_cp_arrival_ns=7.80
export IMPL_r2r_start="counter[0]"
export IMPL_viasPerCell=4.76
export IMPL_yosysCellCount=1342
export IMPL_finalNonFillerCells=1837
export IMPL_yosysSeqAreaShare_pct=15.8
export IMPL_routed_via_count=8752
export IMPL_setup_viol=0
export IMPL_first_global_vias=9179
export IMPL_globalRouteTotalUtil_pct=18.8
export IMPL_largest_net_degree_at_the_start_of_global_routing=54
export IMPL_synth_ff_latch_count=77
export IMPL_rsz0062_at_grt="false"
export IMPL_clock_tree_buffer_depth=2
export IMPL_worst_slack_ns=0.598
export IMPL_critPathKind="input port to output pin"
export IMPL_yosys_warnings=1
export IMPL_placeableCoreArea_um2=29800
export IMPL_max_stage_delay_ns=0.53
export IMPL_reg2reg_slack_ns=4.83
export IMPL_reg2reg_depth=17
export IMPL_layout_cells_most_common_list="303 x sky130_fd_sc_hd__inv_1, 189 x sky130_fd_sc_hd__and2_1, 168 x sky130_fd_sc_hd__fa_1"
export IMPL_gp_congestion=0.848
export IMPL_post_cts_hold_buffer_count=0
export IMPL_syn_inst=1342
export IMPL_combined_buffer_and_inverter_count_along_the_critical_path=6
export IMPL_log_warning_count=25
export IMPL_sequence_of_cells_on_the_critical_path="clkdlybuf4s50_1, mux2_2, and2_1, fa_1, inv_1, fa_1, inv_1, fa_1, inv_1, fa_1, inv_1, ha_1, a21oi_1, o21ai_0, a21oi_1, o21bai_1, a221oi_1, mux2i_1, clkdlybuf4s50_1"
export IMPL_area_delta_synth_final_pct=15.9
export IMPL_layout_utilization_pct=47.3
export IMPL_status="completed"
export IMPL_flop_cell="sky130_fd_sc_hd__dfrtp_1"
export IMPL_chipHeight_um=176
export IMPL_worstPathRequired_ns=8.40
export IMPL_final_setup_skew_ns=0.0131
export IMPL_timing_critical_path_fanout_max=32
export IMPL_num_antenna_cells=0
export IMPL_worst_setup_path_end_kind="output pin"
## synth_stat cells (all sizes together), types with 2 or more instances
cell type and number:
a211o 2, a211oi 7, a21boi 4, a21o 17
a21oi 44, a221oi 4, a31oi 7, and2 189
and3 6, buf 3, clkbuf 36, dfrtp 77
fa 168, ha 163, inv 303, mux2 10
mux2i 12, nand2 134, nand2b 14, nand3 10
nand4 5, nor2 23, nor2b 5, nor3 2
nor3b 3, o211ai 3, o21ai 31, o21bai 5
o31ai 4, xnor2 19, xor2 20
## worst max-delay path by stage
stage	from	end	slack [ns]	cells after the start
finish	A_input[8]	MU4[14]	0.60	19
global route	A_input[1]	MU4[14]	0.22	19
CTS	A_input[8]	MU4[14]	0.57	19
## layout make-up
cell class	count	area, µm²	share of cell area, %
Multi-Input combinational cell	923	8940	63.5
Sequential cell	77	1930	13.7
Timing Repair Buffer	128	1270	9.00
Inverter	303	1140	8.07
Tap cell	390	488	3.46
Clock buffer	10	239	1.70
Clock inverter	6	86.3	0.613
## logic make-up after synthesis
kind of cell,after synthesis,share of synthesized area [%]
DFF,77,15.8
buffers and inverters,342,10.6
xor gates and xnor gates,39,2.81
muxes,22,1.91
and+or+nand+nor,396,17.1
adders and majority gates,331,44.4
AOI/OAI and AO/OA,135,7.27
## registers in the layout, indices dropped and copies added, names as in the netlist
register,flops
MU1_r,18
MU2_r,18
MU3_r,18
MU4_r,18
counter,5
## stage by stage
step,area [µm²],hold slack [ns]
floorplan,12200,0.439
global placement,13800,0.488
detailed placement,13800,0.482
CTS,14100,0.500
global route,14100,0.529
finish,14100,0.504
## per-layer routing
layer  global-route usage (%)  vias to the layer above  part of all wire (%)
met5                        0                        -                     0
met1                     27.5                     4270                    46
met3                     3.23                       13                   4.3
met2                     31.5                      147                    49
li1                         -                     4322                     -
met4                     1.36                        0                  0.96
